==> /design/flow/design.v <==
module lfsr (
    input logic clk,
    input logic rst_n,
    output logic [15:0] out
);
    logic [15:0] state;
always_ff @(posedge clk or negedge rst_n) begin
    if (!rst_n)
        state <= 16'b1000000000000001; 
    else begin
        state <= {state[14:0], state[15] ^ state[13] ^ state[12] ^ state[10]};
    end
end
assign out = state;
endmodule
==> /design/flow/constraint.sdc <==
current_design lfsr

set clk_period 1.3
set clk_io_pct 0.2

create_clock -name clk0 -period $clk_period [get_ports {clk}]

set non_clock_inputs [all_inputs -no_clocks]
set_input_delay [expr $clk_period * $clk_io_pct] -clock clk0 $non_clock_inputs
set_output_delay [expr $clk_period * $clk_io_pct] -clock clk0 [all_outputs]
==> /design/flow/config.mk <==
export PLATFORM = sky130hd
export DESIGN_NAME = lfsr
export DESIGN_NICKNAME = lfsr
export VERILOG_FILES = /design/flow/design.v
export SDC_FILE = /design/flow/constraint.sdc
export NUM_CORES = 4
export LEC_CHECK = 1
export CORE_AREA = 10 10 76 76
export DIE_AREA = 0 0 86 86
==> /design/flow/run.sh <==
#!/bin/bash
# OpenROAD 26Q1-2900-gdf79404cd8, Yosys 0.63+post, stock flow scripts
make -C /OpenROAD-flow-scripts/flow DESIGN_CONFIG=/design/flow/config.mk WORK_HOME=/design/flow/orfs finish
==> notes.md <==
impl run done, here's what came out: slowest CP cell dfstp_2, max-slew violation count 0, Critical Path RT 1040 ps, Max Used Layer met3, DRT antenna net count 0, Largest Register state, GRT Total Usage 2.787%, Largest stage delay, worst path 530 ps, final hold vios 0, Clock Path Buffers 2, TritonCTS Buffers 3, Setup TNS 0 ps, Main logic family XOR/XNOR gates, CP Max Fanout 2, Largest cells by area dfrtp_1, dfstp_2, xnor2_1, xor2_1, routed wire length 891 µm, CTS Sinks 16, DR WL met2 304 µm, Cell Chain, Critical Path dlygate4sd2_1, Antenna diodes 0, WP buf/inv 1, Int Pwr 707.7 µW, Synth flops 16, Crit Path Class flop to output port, crit-path leading delay family flip-flops, Worst setup SP type flop, initial antenna violation count 0, chip height 86 µm, Synth top cell by count dfrtp_1, row count 23, stage-log warning count 25, GPL Wtd Cong 0.7031, clk root buf clkbuf_8, Top-area cell share 81.63%, final setup fails 0, vias after detailed routing 241, Yosys chip area 429.2 µm², post-layout minimum cycle time 1234 ps, Pleak 0.0004131 µW, DRT Pass-1 Iters 1, outcome completed, CTS tree built, Most common reg cell dfrtp_1, DRC viols 0, layout cell share with drive strength beyond 1 22.73%, Crit path arrival time 970 ps, Largest register FFs 16, area fraction in mux cells 0%, cell type with the largest total area dfrtp_1, die area 0.007396 mm², M1 wire length 413 µm, Final WS setup 65.93 ps, top post-synthesis cells by count dfrtp_1, dfstp_2, xnor2_1, slew at the pin with the worst max-slew slack 192.9 ps, Crit. End Element output port, sequential share of power 58.2%, Initial DRC Count 0, Port-buffer cells 17, combinational gate area 26.28 µm², register area share after synthesis 93.88%, I/O pin cnt 18, FILL cells 442, largest net degree at the start of global routing 17, first-pass GRT wire length 1600 µm, Worst-path clk slew 60 ps, synthesized area 429.2 µm², Unique masters post-synth 4, Syn. warnings 1, CTS H-tree depth 1, grt total ovfl 0, HP Class input port to async pin, Die Width 86 µm, vias in the first global route 293, post-DP HPWL 680 µm, register area 402.9 µm², yosys simple share 0%, RSZ-0062 raised after global routing no, asr flop ratio synth 100.0%, worst slack at placement 63.10 ps, sw frac 17.41%, Clk pwr share 40.2%, crit share post-route 94.93%, fa+ha+maj area frac 0%, Worst slew margin 87.14%, Gate power share 1.6%, maximum vdd drop 0.5588 mV, MaxCap Viol Count 0, Fmax 810.3 MHz, routed wl met3 173 µm, AND-OR/OR-AND Cells, Area Fraction 0%, DR WL/cell 9.479 µm, initial core utilization 10.43%, Power Density 1189 mW/mm², P_sw 149.2 µW, Post-synth EDFFs 0, Vias/cell 2.564, Worst Clk Skew 4.481 ps, Cells after Synth 19, XOR Share, Synth 6.122%, biggest regs state: 16 flops, Synth Area per Inst 22.59 µm², Core Region 0.004115 mm², Yosys Instances 19, area delta synth->final 67.93%, worst skew pair latency 240 ps
-- power by group through the flow --
| stage | Clock (µW) | Combinational, µW | Sequential (µW) |
|---|---|---|---|
| 6_report | 345 | 13.6 | 499 |
| 5_1_grt | 386 | 15.8 | 498 |
| 4_1_cts | 362 | 14.6 | 499 |
-- worst register-to-register path, delay by kind of cell (launching register included) --
kind / cells / cell delay [ps]
DFF: 1 / 520
xor gates and xnor gates: 2 / 340
buffers and inverters: 1 / 100
-- placed cells by master, fill, tap and decap left out --
master,count
xor2_1,1
clkbuf_8,3
dfstp_2,2
clkdlybuf4s50_1,1
xnor2_1,2
buf_4,5
dfrtp_1,14
dlygate4sd2_1,16
-- metrics by stage --
step	std cells	hold slack, ps	util, %	cell area, µm²	total power, µW
2_1_floorplan	19	-35.59	-	429.2	507.3
3_3_place_gp	87	360.2	16.27	669.4	521.4
3_5_place_dp	87	359.0	16.27	669.4	521.7
4_1_cts	94	341.3	17.51	720.7	875.5
5_1_grt	94	343.8	17.51	720.7	900.6
6_report	94	339.3	17.51	720.7	856.9
-- layout make-up --
| class | instances | share of cell area (%) |
|---|---|---|
| multi-input cells | 3 | 3.646 |
| clock buffers | 3 | 5.729 |
| well taps | 50 | 8.681 |
| flip-flops and latches | 16 | 55.90 |
| repair buffers | 22 | 26.04 |
-- what timing repair did --
action,CTS,global route
resized,16,0
endpoints found under the setup margin,16,0
hold buffers,0,0
setup buffers,4,0
-- metal layers --
layer / up-vias / track usage (%)
li1: 110 / -
met1: 112 / 3.719
met2: 19 / 2.975
met3: 0 / 2.860
met4: 0 / 0.4491
met5: - / 0
-- logic make-up (layout without fill, tap and decap cells) --
kind of cell | Yosys count | after routing
flip-flops | 16 | 16
buffers and inverters | 0 | 25
XOR/XNOR | 3 | 3
-- final timing paths --
check	cells after the start	start	to	slack, ps
max	1	state[0]	out[0]	70
min	2	rst_n	state[7]	340
max reg2reg	3	state[15]	state[0]	260
min reg2reg	0	state[8]	state[9]	370
max in group asynchronous	2	rst_n	state[15]	720
min in group clk0	0	state[8]	state[9]	370
Power and IR drop assume default switching activity.
