==> /design/flow/design.v <==
module ULA(
    input logic[3:0] a, b,
    input logic[1:0] op,
    output logic[3:0] c
);
logic [3:0] sum, sub, op_and, op_or;
assign sum = a + b;
assign sub = a - b;
assign op_and = a & b;
assign op_or = a | b;
always_comb
begin
    case(op)
        2'b00: c = sum;
        2'b01: c = sub;
        2'b10: c = op_and;
        default: c = op_or;
    endcase
end
endmodule
==> /design/flow/run.sh <==
#!/bin/bash
# OpenROAD 26Q1-2900-gdf79404cd8, Yosys 0.63+post, stock flow scripts
make -C /OpenROAD-flow-scripts/flow DESIGN_CONFIG=/design/flow/config.mk WORK_HOME=/design/flow/orfs finish
==> /design/flow/config.mk <==
export PLATFORM = sky130hd
export DESIGN_NAME = ULA
export DESIGN_NICKNAME = ULA
export VERILOG_FILES = /design/flow/design.v
export SDC_FILE = /design/flow/constraint.sdc
export NUM_CORES = 4
export LEC_CHECK = 1
export CORE_AREA = 10 10 70 70
export DIE_AREA = 0 0 80 80
==> /design/flow/constraint.sdc <==
current_design ULA

set clk_period 2.6
set clk_io_pct 0.2

create_clock -name clk0 -period $clk_period

set non_clock_inputs [all_inputs -no_clocks]
set_input_delay [expr $clk_period * $clk_io_pct] -clock clk0 $non_clock_inputs
set_output_delay [expr $clk_period * $clk_io_pct] -clock clk0 [all_outputs]
==> qor.json <==
{
  "global_route.overflow_total": 0,
  "drt_pre_antenna_iters": 4,
  "period_needed_ps": 2660,
  "finalWeightedCongestion": 0.805,
  "netlist-cell-type-count": 26,
  "placedInstanceArea_um2": 666,
  "switching_share_pct": 42.6,
  "cellPowerDensity_nw_per_um2": 215,
  "final_area_um2": 822,
  "combGateArea_um2": 465,
  "power.share.clock_pct": 0,
  "cp_data_required_time_ps": 2080,
  "cp-end-kind": "output port",
  "finalCoreUtilization_pct": 24.1,
  "synth.avg_cell_area_um2": 7.41,
  "layout-drive-gt1-share_pct": 58.0,
  "report.final.slew_viol_count": 0,
  "rel_slew_slack_pct": 82.6,
  "top_cells_by_count": "sky130_fd_sc_hd__ha_1 (6), sky130_fd_sc_hd__inv_1 (5), sky130_fd_sc_hd__nor2_1 (4)",
  "cell_taking_the_most_area_after_synthesis": "sky130_fd_sc_hd__ha_1",
  "placedCellCount": 122,
  "synth_dominant_cell_count": "sky130_fd_sc_hd__ha_1",
  "yosysWarningCount": 1,
  "ioPinCount": 14,
  "syn_inst": 51,
  "hold_path_depth": 4,
  "antenna_found_initial": 0,
  "hold_buffers": 0,
  "hp-class": "in -> out",
  "chipArea_um2": 6400,
  "grt_setup_unrepaired": "yes",
  "max_cap_viol_count": 0,
  "yosys-stat-area_um2": 378,
  "routed-via-count": 460,
  "wire_per_inst_um": 10.9,
  "wirelength_um": 1390,
  "combPwrFrac_pct": 100.0,
  "startpoint_type": "input port",
  "chipHeight_um": 80,
  "hold_viol": 0,
  "failing_checks": "negative setup slack",
  "syn-cell-area_um2": 378,
  "global_route_wire_length_before_repair_um": 2300,
  "drt.antenna.violating_nets": 0,
  "core_util_floorplan_pct": 11.1,
  "drc": 0,
  "status": "finished with violations",
  "grt_start_max_net_pins": 12,
  "fill_cells": 369,
  "dpl.hpwl_um": 950,
  "power.switching_mw": 0.0751,
  "worst_slew_pin_slew_ps": 257,
  "worst-endpoint-arrival_ps": 2140,
  "global_route.usage.total_pct": 4.23,
  "max-vdd-ir-drop_mv": 0.101,
  "worst_setup_slack_after_placement_ps": -941,
  "ys_top_cells_by_area": "sky130_fd_sc_hd__ha_1 (20%), sky130_fd_sc_hd__fa_1 (5.3%), sky130_fd_sc_hd__mux2i_1 (5.3%)",
  "synth.top_cell.area_share_pct": 19.9,
  "worst-path-max-fanout": 4,
  "worst_hold_path.endpoint": "c[2]",
  "tally_of_openroad_warnings": 36,
  "vias_per_cell": 3.62,
  "min_period_over_period_pct": 102,
  "report.final.setup_viol": 2,
  "start_point_of_the_worst_min_delay_path": "op[1]",
  "final.clkbuf_count": 0,
  "timing.final.ws_setup_ps": -57.6,
  "layout-area-overhead-vs-synth_pct": 118,
  "final_cell_count_without_fillers": 127,
  "core_outline_area_um2": 3420,
  "total_antenna_diodes_in_the_routed_design": 0,
  "crit_path_kind": "in -> out",
  "hold_slack_ps": 1530,
  "first_global_vias": 477,
  "seq_power_share_pct": 0,
  "p_int_mw": 0.101,
  "leakagePower_nw": 0.344,
  "synth_sequential_area_ratio_pct": 0,
  "ys_cells": 51,
  "die_x_um": 80,
  "flops": 0,
  "final-seq-area_um2": 0,
  "rows": 21,
  "drt-initial-drc-count": 12,
  "clock.fmax_mhz": 376,
  "numPortBuffers": 14
}
[metrics by stage]
step | TNS [ps] | power, mW
detailed placement | -2770 | 0.132
global placement | -2770 | 0.129
floorplan | 0 | 0.0614
CTS | -101 | 0.164
global route | -236 | 0.194
finish | -106 | 0.176
[kinds of logic after synthesis]
| family | count (synthesis) | share of synthesized area, % |
|---|---|---|
| buffers and inverters | 8 | 8.94 |
| XOR/XNOR | 3 | 6.95 |
| adder cells (fa/ha/maj) | 8 | 27.8 |
| multiplexers | 4 | 11.3 |
| AND/OR/NAND/NOR | 16 | 25.2 |
| AND-OR/OR-AND | 12 | 19.9 |
[power groups by stage]
stage	registers (mW)	clock network, mW	logic (mW)
4_1_cts	0	0	0.164
5_1_grt	0	0	0.194
6_report	0	0	0.176
[placed cells by master (no fill, tap or decap), drive strengths merged, types with 2 or more instances in the layout]
master / instances
buf: 27
mux2: 2
clkdlybuf4s50: 5
nor2: 4
o21ai: 4
a21oi: 3
nor4b: 2
ha: 6
mux2i: 2
xnor2: 2
nand2: 3
nor2b: 2
nor3: 2
inv: 5
o21a: 2
[worst max-delay path, stage by stage]
cell and delay, ps:
sky130_fd_sc_hd__buf_8 100, sky130_fd_sc_hd__inv_6 50, sky130_fd_sc_hd__ha_4 180, sky130_fd_sc_hd__mux2_4 290
sky130_fd_sc_hd__inv_4 60, sky130_fd_sc_hd__ha_4 130, sky130_fd_sc_hd__nand2_4 40, sky130_fd_sc_hd__o21ai_4 190
sky130_fd_sc_hd__mux2i_1 210, sky130_fd_sc_hd__mux2i_1 80, sky130_fd_sc_hd__o21a_1 170, sky130_fd_sc_hd__buf_2 110
[repair_timing]
action	CTS	global route
buffers inserted	7	0
resized	55	8
setup endpoints to repair	4	4
pin swaps	11	1
[cell type report]
type	instances	share of cell area (%)
repair buffers	33	32.6
well taps	46	7.00
inverters	5	3.81
multi-input cells	43	56.6
[routing by layer]
| layer | global-route usage, % | vias to the layer above | share of wire, % |
|---|---|---|---|
| li1 | - | 239 | - |
| met1 | 7.00 | 209 | 57 |
| met2 | 5.62 | 12 | 38 |
| met3 | 0.795 | 0 | 4.8 |
| met4 | 0 | 0 | 0 |
| met5 | 0 | - | 0 |
[how the worst max path moves through the flow]
stage | from | end | cells after the start | slack, ps
4_1_cts | b[1] | c[3] | 12 | -80
6_report | b[0] | c[3] | 12 | -60
5_1_grt | op[1] | c[3] | 11 | -120
Power and IR drop assume default switching activity.
