`design/flow/design.v`:
```
module registrador_shift_direita (
  input logic clk, reset,
  input logic [7:0] data_in,
  output logic [7:0] data_out
);
  always_ff @(posedge clk) begin
    if (reset)
      data_out <= 8'b0;
    else
      data_out <= {data_in[6:0], 1'b0};
  end
endmodule
```
`design/flow/run.sh`:
```
#!/bin/bash
# OpenROAD 26Q1-2900-gdf79404cd8, Yosys 0.63+post, stock flow scripts
make -C /OpenROAD-flow-scripts/flow DESIGN_CONFIG=/design/flow/config.mk WORK_HOME=/design/flow/orfs finish
```
`design/flow/config.mk`:
```
export PLATFORM = sky130hd
export DESIGN_NAME = registrador_shift_direita
export DESIGN_NICKNAME = registrador_shift_direita
export VERILOG_FILES = /design/flow/design.v
export SDC_FILE = /design/flow/constraint.sdc
export NUM_CORES = 4
export LEC_CHECK = 1
export CORE_AREA = 10 10 70 70
export DIE_AREA = 0 0 80 80
```
`design/flow/constraint.sdc`:
```
current_design registrador_shift_direita

set clk_period 1.0
set clk_io_pct 0.2

create_clock -name clk0 -period $clk_period [get_ports {clk}]

set non_clock_inputs [all_inputs -no_clocks]
set_input_delay [expr $clk_period * $clk_io_pct] -clock clk0 $non_clock_inputs
set_output_delay [expr $clk_period * $clk_io_pct] -clock clk0 [all_outputs]
```
==> ci_impl_report.md <==
## Synthesis and layout report

| Metric | Value |
|---|---|
| Status | finished clean |
| Gate Count Post-Synth | 16 |
| CTS clock-pin slew for the worst setup and hold paths | around 50 ps |
| All-Layer GR Usage | 1.82% |
| Vias in the first global route | 180 |
| Power per standard cell area | around 1400 nW/um2 |
| CP Buf/Inv Count | 1 |
| Crit. End Element | output port |
| Reg with most FFs | data_out |
| CP max stage delay | slightly below 300 ps |
| Mapped Avg Cell Area | around 12 um2 |
| Ys flop type | dfxtp_1 |
| CTS tree | done |
| Complex Gates by Area | 0% |
| Synth top cells by count | 7 x dfxtp_1, 7 x nor2b_1, 1 x buf_4, 1 x conb_1 |
| Tmin final | about 970 ps |
| Crit path from | data_out[4] |
| Final hold vios | 0 |
| Antenna Nets Post-Route | 0 |
| RSZ-0062 raised after global routing | false |
| Clock buffer count from CTS | 3 |
| Grt peak-use layer | met2 |
| Syn Std Cell Area | between 150 and 200 um2 |
| Antenna Cells | 0 |
| Critical Path Stages | 1 |
| Final period utilization | between 90% and 100% |
| Post-DR wirelength/cell | between 7 and 8 um |
| Initial Util | 5.71% |
| Yosys cell count | 16 |
| Crit-path leading delay family | flip-flops |
| Crit path capture | data_out[4] |
| Dpl cells | 76 |
| Hold depth | 2 |
| Fmax | 1.04 GHz |
| H-tree depth | 1 |
| Fraction of layout cells with a size suffix above 1 | between 10% and 20% |
| Synth flops | 7 |
| Top Registers | data_out: 7 flops |
| CP Data Required Time | approximately 800 ps |
| Fillcell total | approximately 400 |
| Synth top area share | roughly 72% |
| WS Path Type | flop to output port |
| Die ar. | roughly 6400 um2 |
| Basic Gates by Area | 22.4% |
| Area Growth Syn to Fin | 113% |
| Logic family by area | simple AND/OR/NAND/NOR gates |
| DRC | 0 |
| Vias | about 150 |
| Netlist cell types | 4 |
| Asr flop ratio synth | 0% |
| Setup violations, final | 0 |
| Multiplexer share | 0% |
| Met2 usage | ~2.9% |
| # IOs | 18 |
| Pre-CTS setup slack | -14.5 ps |
| IO buf count | 15 |
| FA/HA/MAJ Cells, Area Fraction | 0% |
| Max cap viols | 0 |
| Maximum VDD drop | approximately 0.00021 V |
| Placement Rows | 21 |
| Pin count of the biggest net entering global routing | 8 |
| First-pass GRT wire length | 890 um |
| Drt initial violations | 0 |
| DIE WIDTH | roughly 80 um |
| Dpl hpwl | 548 um |
| CTS max path bufs | 2 |
| Pleak | 0.166 nW |
| GR Util met3 | under 10% |
| Hold Path Class | primary input to flop |
| Number of antenna violations at the first check in global routing | 0 |
| Post-synthesis xor/xnor area fraction | 0% |
| Clk root buf | clkbuf_4 |
| Seq share, synth | between 70% and 80% |
| Cell type with the largest total area | dfxtp_1 |
| Post-synth area hogs | dfxtp_1 72%, nor2b_1 22%, buf_4 3.8%, conb_1 1.9% |
| Total negative slack | 0 ps |
| Hold buffer count at CTS | 0 |
| Max reg flops | 7 |
| TritonRoute pass-1 iters | 1 |
| Die Ht | 80 um |
| Total grt overflow | 0 |
| Via density | between 1.5 and 2 |
| Crit path max fanout | 1 |
| Synthesis area per yosys | 195 um2 |
| Synth warnings | 1 |
| Final worst setup slack | roughly 35 ps |
| Crit path launch type | flop |
| Slowest cell on crit path | dfxtp_1 |
| Crit-path cells | dlygate4sd2_1 |
| Tool Warnings | 26 |
| Final Util | 12.2% |
| GP Congestion | ~0.67 |
| Layout Cells excl Fill | approximately 80 |
| Crit path DAT | 770 ps |
| Drt total wl | 599 um |
| Fin. max-slew vios | 0 |
| Core Box Area | 3420 um2 |
| Post-synth EDFFs | 0 |
| CTS sink count | 7 |
| Met1 Use GR | 1.55% |
area by class of cell:
cell class                 count  area, um2  share of cell area [%]
clock buffer                   4       26.3                    6.31
multi-input combinational      8       47.5                    11.4
sequential                     7        141                    33.9
tap                           46       57.6                    13.8
timing repair buffer          15        144                    34.5
placed cells by master, fill, tap and decap left out:
cell             count
clkdlybuf4s50_1      8
nor2b_1              7
dfxtp_1              6
dlygate4sd2_1        5
clkbuf_4             3
clkdlybuf4s15_1      2
conb_1               1
clkbuf_1             1
dfxtp_2              1
kinds of logic (layout without fill, tap and decap cells):
| kind of cell | after synthesis | after routing |
|---|---|---|
| other | 1 | 1 |
| buffers and inverters | 1 | 19 |
| flip-flops | 7 | 7 |
| AND/OR/NAND/NOR | 7 | 7 |
routing by layer:
layer / part of all wire, % / vias to the layer above / wire length (um)
li1: - / 80 / -
met1: 32 / 60 / 190
met2: 49 / 8 / 291
met5: 0 / - / 0
met4: 4.5 / 0 / 27
met3: 15 / 2 / 90
worst min-delay path by stage:
| stage | from | end | slack, ps |
|---|---|---|---|
| CTS | data_in[0] | data_out[1] | 500 |
| finish | data_in[0] | data_out[1] | 510 |
| global route | data_in[3] | data_out[4] | 510 |
where the power goes:
| group | internal [mW] | switching, mW |
|---|---|---|
| clock network | 0.151 | 0.0896 |
| registers | 0.295 | 0.00310 |
| logic | 0.0481 | 0.0121 |
metrics by stage:
stage | hold WS, ps | power, mW | area [um2]
after floorplan | 272 | 0.311 | 195
after global placement | 761 | 0.374 | 395
after detailed placement | 763 | 0.375 | 395
after CTS | 500 | 0.611 | 414
after global routing | 510 | 0.628 | 417
final | 506 | 0.599 | 417
what timing repair did:
| action | CTS | global route |
|---|---|---|
| setup buffers | 0 | 0 |
| gates resized | 8 | 2 |
| pin swaps | 0 | 0 |
| setup endpoints to repair | 7 | 2 |
Power is estimated from default activity; no workload was simulated.
